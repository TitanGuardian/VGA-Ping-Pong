## /design/flow/design.v

```verilog
module 
    rectangle  
    (
        input [10:0] y,
        input [10:0] x,
        output [10:0] start_h,
        output [10:0] end_h,
        output [10:0] start_w,    
        output [10:0] end_w    
    );
	 parameter size_x=3,size_y=3, WIDTH=639, HEIGHT=479;
    assign start_h = y<size_y?0:y-size_y;
    assign end_h = (y + size_y>HEIGHT?HEIGHT:y + size_y);
    assign start_w = x<size_x?0:x-size_x;
    assign end_w = (x + size_x>WIDTH?WIDTH:x + size_x);
endmodule
module ball_direction  (
		 input clk,
		 input rst,
		 input wire [12:0] size,
		 input wire [12:0] x,
		 input wire [12:0] y,
		 input wire [12:0] paddle_size,
		 input wire [12:0] paddle_width,
		 input wire [12:0] y_p1,
		 input wire [12:0] y_p2,
		 input wire [12:0] x_p1,
		 input wire [12:0] x_p2,
		 input wire [12:0] move_speed,
		 output wire [3:0] direction_out,
		 output reg goal_p1,
		 output reg goal_p2,
		 output wire [4:0] cool
	);
	reg [4:0] cnt;
	reg [4:0] cooldown;
	reg [4:0] cooldown_paddle;
	reg [3:0] direction;
	reg [3:0] r_direction;
	reg [3:0] p1_ref_direction;
	reg [3:0] p2_ref_direction;
	reg [2:0] p1_cluster_num;
	reg [2:0] p2_cluster_num;
	wire [12:0] diff_p1;
	wire [12:0] diff_p2;
	wire [12:0] paddle_step;
	wire [12:0] paddle_half;
	assign diff_p1 = y+paddle_size-y_p1;
	assign diff_p2 = y+paddle_size-y_p2;
	assign cool = cooldown_paddle;
	assign paddle_step = (2*paddle_size)/7;
	assign paddle_half = paddle_size;
	assign direction_out = direction;
    initial direction = 4;
    initial cnt = 0;
	always @(posedge clk) begin
		if (cnt==29) cnt<=0;
		else cnt <= cnt+4'd1;
		if (rst) begin
			goal_p1 <= 0;
			goal_p2 <= 0;
			direction <= (cnt==0||cnt==16)?4:(cnt==8||cnt==24?12:cnt);
			cooldown <= 4'd0;
			cooldown_paddle <= 4'd0;
		end
		else if ((y==(size)||y==(13'd1920-size))&&cooldown==4'd0) begin
			direction<=r_direction;
			cooldown <= 4'd15;
			if (cooldown_paddle!=0) cooldown_paddle <= cooldown_paddle - 1;
			if (cooldown_paddle==0) begin goal_p1<=0; goal_p2<=0; end
			end
		else if (x<=x_p1+paddle_width+2*size+move_speed&&cooldown_paddle==4'd0) begin
			if (direction==p1_ref_direction) goal_p1 <= 1;
			if (cooldown!=0) cooldown <= cooldown - 1;
			direction<=p1_ref_direction;
			cooldown_paddle <= 4'd15;
		end
		else if (x>=x_p2-paddle_width-size-move_speed&&cooldown_paddle==4'd0) begin
			if (direction==p2_ref_direction) goal_p2 <= 1;
			if (cooldown!=0) cooldown <= cooldown - 1;
			direction<=p2_ref_direction;
			cooldown_paddle <= 4'd15;
		end
		else begin
			direction<=direction;
			if (cooldown_paddle==0) begin goal_p1<=0; goal_p2<=0; end
 			if (cooldown!=0) cooldown <= cooldown - 1;
			if (cooldown_paddle!=0) cooldown_paddle <= cooldown_paddle - 1;
		end
	end
	always @* begin
		case(direction)
		4'd0    : begin r_direction = 4'd8; end
		4'd1    : begin r_direction = 4'd7; end
		4'd2    : begin r_direction = 4'd6; end
		4'd3    : begin r_direction = 4'd5; end
		4'd4    : begin r_direction = 4'd4; end
		4'd5    : begin r_direction = 4'd3; end
		4'd6    : begin r_direction = 4'd2; end
		4'd7    : begin r_direction = 4'd1; end
		4'd8    : begin r_direction = 4'd0; end
		4'd9    : begin r_direction = 4'd15; end
		4'd10   : begin r_direction = 4'd14; end
		4'd11   : begin r_direction = 4'd13; end
		4'd12   : begin r_direction = 4'd12; end
		4'd13   : begin r_direction = 4'd11; end
		4'd14   : begin r_direction = 4'd10; end
		4'd15   : begin r_direction = 4'd9; end
		endcase	
	end
	always @* begin
		p1_cluster_num = 3'd7;
		if (y >= y_p1-paddle_size) begin
			if (diff_p1 < paddle_step) 
				p1_cluster_num = 0;
			else if (diff_p1 < 2*paddle_step) 
				p1_cluster_num = 1;
			else if (diff_p1 < 3 * paddle_step) 
				p1_cluster_num = 2;
			else if (diff_p1 < 4 * paddle_step+4) 
				p1_cluster_num = 3;
			else if (diff_p1 < 5 * paddle_step + 4) 
				p1_cluster_num = 4;
			else if (diff_p1 < 6 * paddle_step + 4) 
				p1_cluster_num = 5;
			else if (diff_p1 < 7 * paddle_step + 4) 
				p1_cluster_num = 6;
		end
	end
	always @* begin
		p2_cluster_num = 3'd7;
		if (y >= y_p2-paddle_size) begin
			if (diff_p2 < paddle_step)
				p2_cluster_num = 0;
			else if (diff_p2 < 2*paddle_step)
				p2_cluster_num = 1;
			else if (diff_p2 < 3 * paddle_step)
				p2_cluster_num = 2;
			else if (diff_p2 < 4 * paddle_step+4)
				p2_cluster_num = 3;
			else if (diff_p2 < 5 * paddle_step + 4)
				p2_cluster_num = 4;
			else if (diff_p2 < 6 * paddle_step + 4)
				p2_cluster_num = 5;
			else if (diff_p2 < 7 * paddle_step + 4) 
				p2_cluster_num = 6;
		end
	end
	always @* begin
		p1_ref_direction = direction;
		case(p1_cluster_num)
		3'd0:
			case(direction)
			4'd9    : begin p1_ref_direction = 4'd4; end
			4'd10   : begin p1_ref_direction = 4'd3; end
			4'd11   : begin p1_ref_direction = 4'd2; end
			4'd12   : begin p1_ref_direction = 4'd1; end
			4'd13   : begin p1_ref_direction = 4'd1; end
			4'd14   : begin p1_ref_direction = 4'd1; end
			4'd15   : begin p1_ref_direction = 4'd1; end
			endcase	
		3'd1:
			case(direction)
			4'd9    : begin p1_ref_direction = 4'd5; end
			4'd10   : begin p1_ref_direction = 4'd4; end
			4'd11   : begin p1_ref_direction = 4'd3; end
			4'd12   : begin p1_ref_direction = 4'd2; end
			4'd13   : begin p1_ref_direction = 4'd1; end
			4'd14   : begin p1_ref_direction = 4'd1; end
			4'd15   : begin p1_ref_direction = 4'd1; end
			endcase	
		3'd2:
			case(direction)
			4'd9    : begin p1_ref_direction = 4'd6; end
			4'd10   : begin p1_ref_direction = 4'd5; end
			4'd11   : begin p1_ref_direction = 4'd4; end
			4'd12   : begin p1_ref_direction = 4'd3; end
			4'd13   : begin p1_ref_direction = 4'd2; end
			4'd14   : begin p1_ref_direction = 4'd1; end
			4'd15   : begin p1_ref_direction = 4'd1; end
			endcase	
		3'd3:
			case(direction)
			4'd9    : begin p1_ref_direction = 4'd7; end
			4'd10   : begin p1_ref_direction = 4'd6; end
			4'd11   : begin p1_ref_direction = 4'd5; end
			4'd12   : begin p1_ref_direction = 4'd4; end
			4'd13   : begin p1_ref_direction = 4'd3; end
			4'd14   : begin p1_ref_direction = 4'd2; end
			4'd15   : begin p1_ref_direction = 4'd1; end
			endcase	
		3'd4:
			case(direction)
			4'd9    : begin p1_ref_direction = 4'd7; end
			4'd10   : begin p1_ref_direction = 4'd7; end
			4'd11   : begin p1_ref_direction = 4'd6; end
			4'd12   : begin p1_ref_direction = 4'd5; end
			4'd13   : begin p1_ref_direction = 4'd4; end
			4'd14   : begin p1_ref_direction = 4'd3; end
			4'd15   : begin p1_ref_direction = 4'd2; end
			endcase	
		3'd5:
			case(direction)
			4'd9    : begin p1_ref_direction = 4'd7; end
			4'd10   : begin p1_ref_direction = 4'd7; end
			4'd11   : begin p1_ref_direction = 4'd7; end
			4'd12   : begin p1_ref_direction = 4'd6; end
			4'd13   : begin p1_ref_direction = 4'd5; end
			4'd14   : begin p1_ref_direction = 4'd4; end
			4'd15   : begin p1_ref_direction = 4'd3; end
			endcase	
		3'd6:
			case(direction)
			4'd9    : begin p1_ref_direction = 4'd7; end
			4'd10   : begin p1_ref_direction = 4'd7; end
			4'd11   : begin p1_ref_direction = 4'd7; end
			4'd12   : begin p1_ref_direction = 4'd7; end
			4'd13   : begin p1_ref_direction = 4'd6; end
			4'd14   : begin p1_ref_direction = 4'd5; end
			4'd15   : begin p1_ref_direction = 4'd4; end
			endcase	
		endcase
	end
	always @* begin
		p2_ref_direction = direction;
		case(p2_cluster_num)
		3'd0:
			case(direction)
			4'd1   : begin p2_ref_direction = 4'd15; end
			4'd2   : begin p2_ref_direction = 4'd15; end
			4'd3   : begin p2_ref_direction = 4'd15; end
			4'd4   : begin p2_ref_direction = 4'd15; end
			4'd5   : begin p2_ref_direction = 4'd14; end
			4'd6   : begin p2_ref_direction = 4'd13; end
			4'd7   : begin p2_ref_direction = 4'd12; end
			endcase	
		3'd1:
			case(direction)
			4'd1   : begin p2_ref_direction = 4'd15; end
			4'd2   : begin p2_ref_direction = 4'd15; end
			4'd3   : begin p2_ref_direction = 4'd15; end
			4'd4   : begin p2_ref_direction = 4'd14; end
			4'd5   : begin p2_ref_direction = 4'd13; end
			4'd6   : begin p2_ref_direction = 4'd12; end
			4'd7   : begin p2_ref_direction = 4'd11; end
			endcase	
		3'd2:
			case(direction)
			4'd1   : begin p2_ref_direction = 4'd15; end
			4'd2   : begin p2_ref_direction = 4'd15; end
			4'd3   : begin p2_ref_direction = 4'd14; end
			4'd4   : begin p2_ref_direction = 4'd13; end
			4'd5   : begin p2_ref_direction = 4'd12; end
			4'd6   : begin p2_ref_direction = 4'd11; end
			4'd7   : begin p2_ref_direction = 4'd10; end
			endcase	
		3'd3:
			case(direction)
			4'd1   : begin p2_ref_direction = 4'd15; end
			4'd2   : begin p2_ref_direction = 4'd14; end
			4'd3   : begin p2_ref_direction = 4'd13; end
			4'd4   : begin p2_ref_direction = 4'd12; end
			4'd5   : begin p2_ref_direction = 4'd11; end
			4'd6   : begin p2_ref_direction = 4'd10; end
			4'd7   : begin p2_ref_direction = 4'd9 ; end
			endcase	
		3'd4:
			case(direction)
			4'd1   : begin p2_ref_direction = 4'd14; end
			4'd2   : begin p2_ref_direction = 4'd13; end
			4'd3   : begin p2_ref_direction = 4'd12; end
			4'd4   : begin p2_ref_direction = 4'd11; end
			4'd5   : begin p2_ref_direction = 4'd10; end
			4'd6   : begin p2_ref_direction = 4'd9; end
			4'd7   : begin p2_ref_direction = 4'd9; end
			endcase	
		3'd5:
			case(direction)
			4'd1   : begin p2_ref_direction = 4'd13; end
			4'd2   : begin p2_ref_direction = 4'd12; end
			4'd3   : begin p2_ref_direction = 4'd11; end
			4'd4   : begin p2_ref_direction = 4'd10; end
			4'd5   : begin p2_ref_direction = 4'd9; end
			4'd6   : begin p2_ref_direction = 4'd9; end
			4'd7   : begin p2_ref_direction = 4'd9; end
			endcase
		3'd6:
			case(direction)
			4'd1   : begin p2_ref_direction = 4'd12; end
			4'd2   : begin p2_ref_direction = 4'd11; end
			4'd3   : begin p2_ref_direction = 4'd10; end
			4'd4   : begin p2_ref_direction = 4'd9; end
			4'd5   : begin p2_ref_direction = 4'd9; end
			4'd6   : begin p2_ref_direction = 4'd9; end
			4'd7   : begin p2_ref_direction = 4'd9; end
			endcase
		endcase
	end
endmodule    
```

## /design/flow/run.sh

```bash
#!/bin/bash
# OpenROAD 26Q1-2900-gdf79404cd8, Yosys 0.63+post, stock flow scripts
make -C /OpenROAD-flow-scripts/flow DESIGN_CONFIG=/design/flow/config.mk WORK_HOME=/design/flow/orfs finish
```

## /design/flow/config.mk

```make
export PLATFORM = sky130hd
export DESIGN_NAME = ball_direction
export DESIGN_NICKNAME = ball_direction
export VERILOG_FILES = /design/flow/design.v
export SDC_FILE = /design/flow/constraint.sdc
export NUM_CORES = 4
export LEC_CHECK = 1
export CORE_UTILIZATION = 30
```

## /design/flow/constraint.sdc

```tcl
current_design ball_direction

set clk_period 30.3
set clk_io_pct 0.2

create_clock -name clk0 -period $clk_period [get_ports {clk}]

set non_clock_inputs [all_inputs -no_clocks]
set_input_delay [expr $clk_period * $clk_io_pct] -clock clk0 $non_clock_inputs
set_output_delay [expr $clk_period * $clk_io_pct] -clock clk0 [all_outputs]
```

==> impl_metrics.ini <==
; generated from flow reports
[pwr]
power_mw = 1.972
leakagePower_nw = 8.409
power_density_nw_per_um2 = 110.7
vdd_drop_max_v = 0.00007456

[die]
chipArea_um2 = 52050
die_h_um = 228.1
fp_util_pct = 30.52
pin_count = 143
die_w_um = 228.1
rows = 82
core_area_um2 = 50270

[route]
drtPass1Iterations = 7
drtIter0Drc = 808
drc = 0
vias_per_cell = 5.271
postRouteWirelength_um = 51070
vias = 14590
antenna-diode-count = 0
postRouteAntennaNets = 0
wl_per_cell_um = 18.45

[critical_path]
cp-start-kind = primary input
cpMostUsedCell = a21oi_1
crit_required_ns = 30.40
cp.arrival_ns = 17.46
slowest_delay_ns = 0.66
path_class = in2reg
crit_fanout = 17
slowest_stage = clkdlybuf4s50_1
end_kind = register

[yosys]
edf_count = 4
yosysTopAreaCellShare_pct = 30.58
synthArstFlopShare_pct = 0
syn_inst = 1947
ys_cells = 1947
yosys_warnings = 1
syn_area_um2 = 15340
seq_area_frac_synth_pct = 3.001
top_area_cell = ha_1
synth_top_cell_by_count = ha_1
synthTopCellsByArea = ha_1 31%, fa_1 8.9%, inv_1 5.3%
ys_ff = 21
common_cells = 375 x ha_1, 218 x inv_1, 162 x a21oi_1
ff_type = dfxtp_1
avgSynthCellArea_um2 = 7.879
ys_types = 104
ys_area_um2 = 15340

[clocking]
cts_resized = 0
cts.sinks = 21
tritoncts = done
clkLatencyLatePin_ns = 0.25
cts_root_buf = clkbuf_16
cts_setup_buffers = 0
cts_hold_buffers = 0
cts_made_buffers = 3
ctsLongestPathBuffers = 2
htree_levels = 1
cts.clk_slew.worst_paths_ns = 0.06

[final_timing]
setup_viol = 0
finalClockSkew_ns = 0.002085
worst_slew_pin_slew_ns = 1.018
max_slew_margin_pct = 30.40
hold_viol = 0
rsz0062_at_grt = false
max_freq_mhz = 57.62
finalMaxSlewViolations = 0
fin_tns_setup_ns = 0
finalCritPeriodShare_pct = 57.28
fin_crit_ns = 17.36

[global_routing]
overflow = 0
antenna_found_initial = 2
globalRouteTotalUtil_pct = 20.17
grt_pass1_wl_um = 81600
grt_max_degree = 25
grt_pass1_vias = 14740

[placement]
port_buffers = 142
dp_hpwl_um = 44160
gp_congestion = 0.9394
dp_cells = 2764

[cells_and_area]
syn2layout_area_growth_pct = 16.08
final_cell_count_no_fill = 2768
post-route-util_pct = 35.42
drive_gt1_share_pct = 4.103
seq_area_um2 = 460.4
logic_area_um2 = 13920
fillers = 5168

[run]
warning_count = 39
cap_violations = 0

[run_status]
outcome = finished, final reports clean

[min_path]
hold_class = reg2reg
==> cells by family after synthesis <==
kind of cell | count (synthesis) | share of synthesized area (%)
mux | 12 | 0.8237
buf+inv | 252 | 6.304
compound gates | 564 | 24.22
xor+xnor | 140 | 8.180
flops | 21 | 3.001
simple gates | 514 | 17.94
fa+ha+maj | 444 | 39.53
==> cells in the final DEF (no fill, tap or decap), types with 5 or more instances in the layout <==
cell	netlist	routed
or2_2	6	6
xnor2_1	86	86
nor3_1	30	30
a21boi_0	7	7
ha_1	375	375
o21a_1	24	24
clkdlybuf4s50_1	0	142
dfxtp_1	17	17
nand2_1	77	77
nor4_1	20	20
buf_4	0	33
nor3b_1	6	6
o21ai_0	120	120
a21oi_1	162	162
nand3_1	60	60
and2_1	7	7
nor2b_1	46	46
a22oi_1	5	5
inv_1	218	218
o211ai_1	19	19
a211oi_1	18	18
nand2b_1	55	55
a31oi_1	9	9
a21o_1	81	81
o21ai_1	8	8
o31ai_1	12	12
or3_1	11	11
nand4_1	44	44
mux2i_1	9	9
fa_1	68	68
or4_1	5	5
o21bai_1	26	26
nor2_1	106	106
xor2_1	52	52
and3_1	12	12
==> worst max-delay path, delay by kind of cell <==
| family | cells | cell delay (ns) |
|---|---|---|
| compound gates | 17 | 3.83 |
| xor+xnor | 3 | 0.54 |
| simple gates | 16 | 4.18 |
| buf+inv | 5 | 1.29 |
| fa+ha+maj | 4 | 1.29 |
| mux | 1 | 0.21 |
==> final cells by class <==
| cell class | count | area share (%) |
|---|---|---|
| Inverter | 222 | 4.708 |
| Timing Repair Buffer | 175 | 9.373 |
| Multi-Input combinational cell | 1674 | 78.17 |
| Tap cell | 672 | 4.722 |
| Sequential cell | 21 | 2.586 |
| Clock buffer | 4 | 0.4427 |
==> power breakdown <==
group	total, mW	switching, mW	internal [mW]
Sequential	0.0543	0.0159	0.0384
Clock	0.0279	0.00998	0.0179
Combinational	1.89	1.10	0.790
==> path summary, 6_finish.rpt <==
path                                                from                       end  slack, ns  depth (start not counted)
worst max-delay path                     paddle_size[10]    direction[0]$_DFFE_PP_      12.94                         46
worst min-delay path            cooldown[4]$_SDFFE_PP0P_  cooldown[4]$_SDFFE_PP0P_       0.45                          1
worst max register to register    direction[0]$_DFFE_PP_    direction[1]$_DFFE_PN_      27.12                         10
worst min register to register  cooldown[4]$_SDFFE_PP0P_  cooldown[4]$_SDFFE_PP0P_       0.45                          1
==> state kept, by name, summed over array words and instances (netlist names), named ones only <==
register / flops
cnt: 5
cooldown: 5
cooldown_paddle: 5
direction: 4
goal_p2: 1
==> metrics by stage <==
step | area [µm²] | worst slack, ns | hold WS [ns]
floorplan | 15340 | 14.88 | 0.4301
global placement | 17730 | 12.89 | 0.4327
detailed placement | 17730 | 12.76 | 0.4455
CTS | 17810 | 13.01 | 0.4527
global route | 17810 | 11.96 | 0.4715
finish | 17810 | 12.94 | 0.4490
==> routing by layer <==
layer  vias to the layer above  track usage, %  routed length, µm
met1                      6848           27.69              23400
li1                       7391               -                  -
met5                         -               0                  8
met4                         2           2.894                822
met2                       308           35.31              24890
met3                        42           1.660               1951
Power is estimated from default activity; no workload was simulated.
