`flow/config.mk`:
```
export PLATFORM = sky130hd
export DESIGN_NAME = ball_move
export DESIGN_NICKNAME = ball_move
export VERILOG_FILES = /design/flow/design.v
export SDC_FILE = /design/flow/constraint.sdc
export NUM_CORES = 4
export LEC_CHECK = 1
export CORE_UTILIZATION = 30
```
`flow/constraint.sdc`:
```
current_design ball_move

set clk_period 8.7
set clk_io_pct 0.2

create_clock -name clk0 -period $clk_period [get_ports {clk}]

set non_clock_inputs [all_inputs -no_clocks]
set_input_delay [expr $clk_period * $clk_io_pct] -clock clk0 $non_clock_inputs
set_output_delay [expr $clk_period * $clk_io_pct] -clock clk0 [all_outputs]
```
`flow/design.v`:
```
module 
    rectangle  
    (
        input [10:0] y,
        input [10:0] x,
        output [10:0] start_h,
        output [10:0] end_h,
        output [10:0] start_w,    
        output [10:0] end_w    
    );
	 parameter size_x=3,size_y=3, WIDTH=639, HEIGHT=479;
    assign start_h = y<size_y?0:y-size_y;
    assign end_h = (y + size_y>HEIGHT?HEIGHT:y + size_y);
    assign start_w = x<size_x?0:x-size_x;
    assign end_w = (x + size_x>WIDTH?WIDTH:x + size_x);
endmodule
module ball_move  (
		 input clk,
		 input rst,
		 input wire [12:0] size,
		 input wire [3:0] direction,
		 input move,
		 output wire [12:0] x_out,
		 output wire [12:0] y_out,
		 output wire [12:0] ms
	);
   parameter move_speed=6;
	reg [12:0] x;
	reg [12:0] y;
	assign ms = move_speed;
	assign x_out = x;
	assign y_out = y;
	always @(posedge clk) begin
		if (rst) begin
			x <= 320*4;
			y <= 240*4;
		end
		else
		if (move)
			case(direction)
			4'd0    : begin x<=((x+0*move_speed>=size)&&(x+0*move_speed<=13'd2560-size)?x+0*move_speed:13'd2560-size); y<=((y-4*move_speed>=size)&&(y-4*move_speed<=13'd1920-size)?y-4*move_speed:size); end
			4'd1    : begin x<=((x+1*move_speed>=size)&&(x+1*move_speed<=13'd2560-size)?x+1*move_speed:13'd2560-size); y<=((y-3*move_speed>=size)&&(y-3*move_speed<=13'd1920-size)?y-3*move_speed:size); end
			4'd2    : begin x<=((x+2*move_speed>=size)&&(x+2*move_speed<=13'd2560-size)?x+2*move_speed:13'd2560-size); y<=((y-2*move_speed>=size)&&(y-2*move_speed<=13'd1920-size)?y-2*move_speed:size); end
			4'd3    : begin x<=((x+3*move_speed>=size)&&(x+3*move_speed<=13'd2560-size)?x+3*move_speed:13'd2560-size); y<=((y-1*move_speed>=size)&&(y-1*move_speed<=13'd1920-size)?y-1*move_speed:size); end
			4'd4    : begin x<=((x+4*move_speed>=size)&&(x+4*move_speed<=13'd2560-size)?x+4*move_speed:13'd2560-size); y<=((y+0*move_speed>=size)&&(y+0*move_speed<=13'd1920-size)?y+0*move_speed:13'd1920-size); end
			4'd5    : begin x<=((x+3*move_speed>=size)&&(x+3*move_speed<=13'd2560-size)?x+3*move_speed:13'd2560-size); y<=((y+1*move_speed>=size)&&(y+1*move_speed<=13'd1920-size)?y+1*move_speed:13'd1920-size); end
			4'd6    : begin x<=((x+2*move_speed>=size)&&(x+2*move_speed<=13'd2560-size)?x+2*move_speed:13'd2560-size); y<=((y+2*move_speed>=size)&&(y+2*move_speed<=13'd1920-size)?y+2*move_speed:13'd1920-size); end
			4'd7    : begin x<=((x+1*move_speed>=size)&&(x+1*move_speed<=13'd2560-size)?x+1*move_speed:13'd2560-size); y<=((y+3*move_speed>=size)&&(y+3*move_speed<=13'd1920-size)?y+3*move_speed:13'd1920-size); end
			4'd8    : begin x<=((x+0*move_speed>=size)&&(x+0*move_speed<=13'd2560-size)?x+0*move_speed:13'd2560-size); y<=((y+4*move_speed>=size)&&(y+4*move_speed<=13'd1920-size)?y+4*move_speed:13'd1920-size); end
			4'd9    : begin x<=((x-1*move_speed>=size)&&(x-1*move_speed<=13'd2560-size)?x-1*move_speed:size); y<=((y+3*move_speed>=size)&&(y+3*move_speed<=13'd1920-size)?y+3*move_speed:13'd1920-size); end
			4'd10   : begin x<=((x-2*move_speed>=size)&&(x-2*move_speed<=13'd2560-size)?x-2*move_speed:size); y<=((y+2*move_speed>=size)&&(y+2*move_speed<=13'd1920-size)?y+2*move_speed:13'd1920-size); end
			4'd11   : begin x<=((x-3*move_speed>=size)&&(x-3*move_speed<=13'd2560-size)?x-3*move_speed:size); y<=((y+1*move_speed>=size)&&(y+1*move_speed<=13'd1920-size)?y+1*move_speed:13'd1920-size); end
			4'd12   : begin x<=((x-4*move_speed>=size)&&(x-4*move_speed<=13'd2560-size)?x-4*move_speed:size); y<=((y+0*move_speed>=size)&&(y+0*move_speed<=13'd1920-size)?y+0*move_speed:13'd1920-size); end
			4'd13   : begin x<=((x-3*move_speed>=size)&&(x-3*move_speed<=13'd2560-size)?x-3*move_speed:size); y<=((y-1*move_speed>=size)&&(y-1*move_speed<=13'd1920-size)?y-1*move_speed:size); end
			4'd14   : begin x<=((x-2*move_speed>=size)&&(x-2*move_speed<=13'd2560-size)?x-2*move_speed:size); y<=((y-2*move_speed>=size)&&(y-2*move_speed<=13'd1920-size)?y-2*move_speed:size); end
			4'd15   : begin x<=((x-1*move_speed>=size)&&(x-1*move_speed<=13'd2560-size)?x-1*move_speed:size); y<=((y-3*move_speed>=size)&&(y-3*move_speed<=13'd1920-size)?y-3*move_speed:size); end
			endcase
		else begin
			x <= x;
			y <= y;		
		end
	end
endmodule    
```
`flow/run.sh`:
```
#!/bin/bash
# OpenROAD 26Q1-2900-gdf79404cd8, Yosys 0.63+post, stock flow scripts
make -C /OpenROAD-flow-scripts/flow DESIGN_CONFIG=/design/flow/config.mk WORK_HOME=/design/flow/orfs finish
```
==> results_slide.txt <==
Flow Results at a Glance

Timing
  – RSZ-0062 raised after global routing: no
  – Clk_skew: 0.00348 ns
  – Max-slew violations: 0
  – Worst-Margin Slew: 1.02 ns
  – Final Hold Viols: 0
  – Fin crit share: 87.3%
  – Final setup vio count: 0
  – Hold WS: 0.547 ns
  – Fmax: 132 MHz
  – Slew margin rel.: 30.0%
  – Final worst setup slack: 1.10 ns
  – Crit path time final: 7.60 ns
  – Setup TNS: 0 ns

Power
  – Internal power: 1.37 mW
  – Peak supply drop: 0.0924 mV
  – Power Density: 210 nW/µm²
  – Comb pwr share: 90.7%
  – Reg power frac: 5.3%
  – Switching share of power: 62.0%
  – Power Total: 3.61 mW
  – Clk pwr share: 4.0%
  – Lkg Pwr: 7.78 nW
  – Switch Pwr: 2.24 mW

Global route
  – Pin count of the biggest net entering global routing: 35
  – Vias in the first global route: 16,400
  – First-pass GRT wire length: 116,000 µm
  – All-Layer GR Usage: 30.5%
  – Total grt overflow: 0
  – Antenna violations before repair: 4

CTS
  – CTS buffer count: 3
  – Post-CTS Setup Bufs: 0
  – H-tree Lvls: 1
  – TritonCTS clock tree: yes
  – # clock sinks: 26
  – Cts-stage hold buffer count: 0
  – Root Buffer: clkbuf_16
  – PostCTS Resize Cnt: 0
  – Max Root-Sink Buffers: 2
  – Clock latency at the later pin of the worst-skew pair: 0.28 ns
  – Clk slew on worst S/H paths: 0.08 ns

Synth
  – Netlist cell types: 94
  – Synthesized area: 15,600 µm²
  – Yosys chip area: 15,600 µm²
  – Top cell area share: 33.0%
  – Yosys cell count: 2,089
  – Post-synth seq share: 3.33%
  – Count of library flops with an enable pin: 0
  – Synth warn: 1
  – Synth area leader: ha_1
  – Main area contributors: ha_1 33%, a21oi_1 5.2%, xnor2_1 4.5%
  – Ys flops: 26
  – Synth Instances: 2,089
  – Syn avg cell area: 7.47 µm²
  – Asr flop ratio synth: 0%
  – Post-synth top flop: dfxtp_1

Routing
  – Post-Route WL: 81,200 µm
  – First DRT Iteration DRCs: 2,132
  – Wire per inst: 28.9 µm
  – Number of routed nets with antenna violations: 0
  – DR DRC count: 0
  – DRT Pass-1 Iters: 7
  – Vias: 17,800
  – Drt via density: 6.32

Setup path
  – Delay-heaviest family, CP: AND-OR/OR-AND gates
  – WS Path Type: input port to register
  – WP data required: 8.82 ns
  – Slowest cell on crit path: a2111oi_0
  – Crit path cell chain: clkdlybuf4s50_1 -> nor4_1 -> and2_1 -> nand2_1 -> xnor2_1 -> inv_1 -> ha_1 -> nand4_1 -> o21bai_1 -> a311o_1 -> o2111ai_1 -> inv_1 -> a222oi_1 -> nand2_1 -> a2111oi_0 -> a311oi_1
  – Critical path arrival: 7.72 ns
  – Worst Path Buf+Inv: 3
  – Crit path largest cell delay: 0.89 ns
  – Critical-path maximum fanout: 10
  – Nature of the critical path startpoint: input port
  – Setup crit end kind: register

Place
  – Final Wtd Congestion: 1.09
  – Pre-CTS setup slack: 1.23 ns
  – Post-DP HPWL: 62,100 µm
  – Buffers on Ports: 45

Flow run
  – OpenROAD warning count: 52
  – Max-cap violations: 0

Floorplanning
  – Horiz. Die Dim: 230 µm
  – I/O Pins: 59
  – Die H: 230 µm
  – Pre-Place Util: 30.4%
  – Core Area: 51,400 µm²
  – Full die area: 53,000 µm²
  – Cell Rows: 83

Hold path
  – Min-Delay Path Class: register to register

Layout
  – Ratio of cells with drive above 1 in the final layout: 5.26%
  – Top cell excl fill/tap: ha_1
  – Layout area overhead: 10.1%
  – Fillers: 5,426
  – Most common logic cells in the final layout: 412 x ha_1, 188 x nand2_1, 178 x nor2_1

Outcome
  – Status: finished, final reports clean
-- registers in the layout, indices dropped and copies added (netlist names) --
signal,flops
y,13
x,13
-- synthesized netlist by cell type, types with 12 or more instances --
| cell type | count |
|---|---|
| a2111oi_0 | 13 |
| a211o_1 | 22 |
| a211oi_1 | 42 |
| a21o_1 | 46 |
| a21oi_1 | 162 |
| a221oi_1 | 23 |
| a22o_1 | 15 |
| a22oi_1 | 12 |
| a311oi_1 | 14 |
| a31oi_1 | 21 |
| and2_1 | 12 |
| and3_1 | 15 |
| and4_1 | 13 |
| buf_1 | 16 |
| buf_2 | 18 |
| buf_4 | 15 |
| clkbuf_1 | 40 |
| dfxtp_1 | 26 |
| ha_1 | 412 |
| inv_1 | 78 |
| nand2_1 | 188 |
| nand2b_1 | 21 |
| nand3_1 | 71 |
| nand4_1 | 39 |
| nor2_1 | 178 |
| nor2b_1 | 30 |
| nor3_1 | 40 |
| nor4_1 | 14 |
| o211ai_1 | 24 |
| o21a_1 | 26 |
| o21ai_0 | 99 |
| xnor2_1 | 81 |
| xor2_1 | 75 |
-- metal layers --
metal	vias up	part of all wire, %	GRT usage [%]	routed length (µm)
met5	-	0.052	0	42
li1	8038	-	-	-
met1	8371	42	42.5	34300
met3	267	12	8.78	9870
met2	1109	40	43.9	32700
met4	6	5.2	12.2	4250
-- kinds of logic (layout without fill, tap and decap cells) --
| group | count (synthesis) | in the layout | share of synthesized area [%] |
|---|---|---|---|
| xor+xnor | 156 | 156 | 8.75 |
| compound gates | 641 | 641 | 28.5 |
| mux | 8 | 8 | 0.521 |
| simple gates | 674 | 674 | 21.1 |
| other cells | 2 | 15 | 0.0481 |
| flops | 26 | 26 | 3.33 |
| buf+inv | 169 | 200 | 4.62 |
| fa+ha+maj | 413 | 413 | 33.1 |
-- power by group through the flow --
stage / clock [mW] / combinational (mW) / sequential (mW)
after CTS: 0.148 / 3.15 / 0.188
after global routing: 0.150 / 3.53 / 0.193
final: 0.146 / 3.27 / 0.192
-- area by class of cell --
type                       instances  area (µm²)  share of cell area, %
multi-input combinational       1905       14400                   83.9
tap                              680         851                   4.95
clock buffer                       3        75.1                  0.437
clock inverter                     1        30.0                  0.175
inverter                          79         297                   1.72
timing repair buffer             117         991                   5.76
antenna                            2        5.00                 0.0291
sequential                        26         520                   3.03
-- worst paths after layout --
check / start / endpoint / slack (ns) / cells after the start
worst max-delay path: size[6] / x[9] / 1.10 / 16
worst min-delay path: x[9] / x[9] / 0.55 / 2
worst max register to register: x[4] / x[9] / 2.49 / 15
worst min register to register: x[9] / x[9] / 0.55 / 2
-- per-stage QoR --
stage,instances,area [µm²],utilization (%)
after floorplan,2100,15700,-
after global placement,2807,17100,33.2
after detailed placement,2807,17100,33.2
after CTS,2811,17200,33.4
after global routing,2812,17200,33.4
final,2813,17200,33.4
-- worst reg2reg max path: stages (launching register included) --
cell and delay [ns]:
dfxtp_1 0.32, inv_1 0.44, ha_1 0.52, nor2b_1 0.53, xor2_1 0.64, ha_1 0.38, and4_1 0.23, nand2_1 0.09
nor3_1 0.06, a32oi_1 0.21, a32o_1 0.41, nor2_1 0.33, a222oi_1 0.64, nand2_1 0.13, a2111oi_0 0.89, a311oi_1 0.21
No activity file was given, so power comes from the tool's default toggle rates.
